`./config.mk`:
```
export PLATFORM = sky130hd
export DESIGN_NAME = top
export DESIGN_NICKNAME = top
export VERILOG_FILES = /design/flow/design.v
export SDC_FILE = /design/flow/constraint.sdc
export NUM_CORES = 4
export LEC_CHECK = 1
export CORE_AREA = 10 10 108 108
export DIE_AREA = 0 0 118 118
```
`./constraint.sdc`:
```
current_design top

set clk_period 3.3
set clk_io_pct 0.2

create_clock -name clk0 -period $clk_period [get_ports {clk}]

set non_clock_inputs [all_inputs -no_clocks]
set_input_delay [expr $clk_period * $clk_io_pct] -clock clk0 $non_clock_inputs
set_output_delay [expr $clk_period * $clk_io_pct] -clock clk0 [all_outputs]
```
`./design.v`:
```
`timescale 1ns / 1ps
module top(
    input clk,
    input nrst,
    output tx
    );
    parameter clk_per_bit = 32'd10417;
    parameter WAIT_IDLE = 32'd100000000;
    parameter ST_IDLE       = 2'b000;
    parameter ST_START_BIT  = 2'b001;
    parameter ST_DATA_BIT   = 2'b010;
    parameter ST_STOP_BIT   = 2'b011;
    parameter BYTES = 8'h59;
    reg [1:0] c_state,n_state;
    reg [31:0] clk_cnt;
    reg [7:0] tx_data;
    reg [3:0] tx_index;
    reg tx_o;
    assign tx = tx_o;
    always@(posedge clk) begin
        if(~nrst)c_state <= ST_IDLE;
        else c_state <= n_state;
    end
    always@(posedge clk)begin
        if(~nrst)begin
            tx_o <= 1'b1;
            tx_index <= 4'b0;
            tx_data <= BYTES;
            clk_cnt <= 32'b0;
        end else begin
            case(c_state)
                ST_IDLE: begin
                    tx_o <= 1'b1;
                    tx_index <= tx_index;
                    if(clk_cnt > WAIT_IDLE -1) clk_cnt <= 32'b0;
                    else clk_cnt <=  clk_cnt + 32'b1;
                end
                ST_START_BIT: begin
                    tx_o <= 1'b0;
                    tx_index <= tx_index;
                    if(clk_cnt  > clk_per_bit -1 ) clk_cnt <= 32'b0;
                    else clk_cnt <= clk_cnt + 32'b1;                  
                end
                ST_DATA_BIT:begin
                    tx_o <= tx_data[tx_index];
                    if(clk_cnt > clk_per_bit -1)begin
                        clk_cnt <= 32'b0; 
                        if(tx_index > 4'd7 - 1) tx_index <= 4'b0;
                        else tx_index <= tx_index + 4'b1;
                    end else begin
                        clk_cnt <=  clk_cnt + 32'b1;
                        tx_index <= tx_index;
                    end
                end
                ST_STOP_BIT:begin
                    tx_o <= 1'b1;
                    if(clk_cnt > clk_per_bit -1 ) clk_cnt <= 32'b0;
                    else clk_cnt <= clk_cnt + 32'b1;
                end
            endcase
        end
    end
    always@(posedge clk)begin
        if(~nrst)begin
            n_state <= ST_IDLE;
        end else begin
            case(c_state)
                ST_IDLE: begin
                    if(clk_cnt > WAIT_IDLE -1) n_state <= ST_START_BIT;
                    else n_state <= n_state;
                end
                ST_START_BIT:begin
                    if(clk_cnt > clk_per_bit - 1) n_state <= ST_DATA_BIT;
                    else n_state <= n_state;
                end
                ST_DATA_BIT:begin
                    if(clk_cnt > clk_per_bit - 1 )begin
                        if(tx_index > 4'd7 - 1) n_state <= ST_STOP_BIT;
                        else n_state <= n_state;
                    end else n_state <= n_state;
                end
                ST_STOP_BIT:begin
                    if(clk_cnt > clk_per_bit -1 )n_state <= ST_IDLE;
                    else n_state <= n_state;
                end
            endcase
        end
    end
endmodule
```
`./run.sh`:
```
#!/bin/bash
# OpenROAD 26Q1-2900-gdf79404cd8, Yosys 0.63+post, stock flow scripts
make -C /OpenROAD-flow-scripts/flow DESIGN_CONFIG=/design/flow/config.mk WORK_HOME=/design/flow/orfs finish
```
==> run summary <==
fresh numbers from the pnr run: maximum clock path buffer count=2, Arr. time, crit path=2.35 ns, Peak VDD IR=0.0002245 V, stages on the worst setup path=7, final hold violations=0, worst hold slack=0.4345 ns, crit path max fanout=5, OpenROAD warning count=32, post-detailed-route wirelength per cell=9.093 um, kind of cell adding the most delay to the critical path=simple AND/OR/NAND/NOR gates, standby leakage power=0.7762 nW, sequential group share of total power=0.568, post-DP HPWL=2379 um, maximum clock skew at final layout=0.004479 ns, Gate Count Post-Synth=227, Root Driver=sky130_fd_sc_hd__clkbuf_8, setup repair after global routing missed its margin=no, combinational group share of total power=0.042, Avg Synthesized Cell Area=9.139 sq um, DRC viols=0, largest cells by area after synthesis=sky130_fd_sc_hd__dfxtp_1 40%, sky130_fd_sc_hd__xor2_1 6.3%, sky130_fd_sc_hd__ha_1 6.0%, transition at the pin with the smallest max-transition slack=0.6633 ns, Max Clock Freq=459.6 MHz, Total Routed Length=3319 um, buffer and inverter count on the worst path=0, total clock buffers created by CTS=5, Worst Setup Start Kind=flop, Post-CTS Setup Bufs=0, Worst path most repeated cell=sky130_fd_sc_hd__nand3_1, Max-Cap Viols=0, proportion of synthesized chip area in sequential cells=0.3957, cell total in the yosys stat output=227, clock latency reported for the late side of the worst-skew pair=0.29 ns, wire length of the first global-routing pass=6292 um, post-layout min period=2.176 ns, Post-synth ARST share=0, Synth flops=41, critical path capture point type=flop, post-synthesis instance area=2074 sq um, depth of the most critical reg-to-reg path=7, chip area=13920 sq um, total gr overflow=0, post-layout period usage=0.6593, Crit Reg-Reg Startpoint=clk_cnt[0]$_SDFF_PN0_, Filler Cells Inserted=1019, leading area contributor after synthesis=sky130_fd_sc_hd__dfxtp_1, number of primary I/O pins=3, source of the worst hold timing path=n_state[1]$_SDFFE_PN0P_, finished layout cell area=2340 sq um, total routing usage reported by global routing=0.05108, total net switching power=0.1867 mW, register-to-register setup slack=1.12 ns, internal power summed over all cells=0.7097 mW, cells traversed along the worst timing path=ha_1 > nand3_1 > nor4_2 > nand3_1 > nor2_1 > xnor2_1 > nor2_2, cell with the largest stage delay on the worst path=sky130_fd_sc_hd__nor4_2, run status=finished, final reports clean, Std-Cell Core Area=9284 sq um, worst max-slew margin expressed relative to the limit=0.5567, number of distinct library cell variants in the gate-level netlist after synthesis=44, DRC marker count from the first detailed-route iteration=41, final-report max-slew violation count=0, post-cts repair resize count=0, die span in y=118 um, number of vias in the routed layout=1485, Setup TNS Final=0 ns, total power density per cell area=383.1 nW/um^2, Setup crit end=clk_cnt[26]$_SDFF_PN0_, number of H-tree levels=2, clock tree from TritonCTS=built, Cell Area, Placed=2238 sq um, yosys stat area=2074 sq um, class of the most critical hold timing path=flop to flop, Switching Share=0.2083, fraction of layout cells with a size suffix above 1=0.1610, ANT nets after route=0, part of the total power dissipated in the clock network=0.390, number of placed cells counting well taps=357, final number of setup-violating endpoints=0, sinks on the clock net=41, delay of the slowest critical-path stage=0.63 ns, area added between synthesis and finish=12.79%, maximum number of pins on one net before global-route repair=28, Via density=4.068, count of library flops with an enable pin=0, CP startpoint=clk_cnt[0]$_SDFF_PN0_, starting utilization of the core area=0.2235, clock slew at reported path FFs=0.07 ns, count of buffers from port buffering=2, number of hold buffers added after cts=0, filler-free cell count of the finished design=365, proportion of netlist area held by the largest area contributor=0.3957, number of core rows=35, first-pass detailed-route iteration total=4, Chip Width=118 um, initial antenna violation count=0, Placer Congestion=0.8065, predominant post-synthesis flop cell=sky130_fd_sc_hd__dfxtp_1, required time at the endpoint of the critical path=3.47 ns, Yosys Warn Count=1, via count of the first global-routing pass=1451, antenna diode count=0, reg-to-reg critical path endpoint=clk_cnt[26]$_SDFF_PN0_, critical path type=flop to flop
-- routing by layer --
| layer | vias up | global-route usage | part of all wire |
|---|---|---|---|
| met2 | 17 | 0.08287 | 0.45 |
| met4 | 0 | 0.004637 | 0.0036 |
| li1 | 773 | - | - |
| met5 | - | 0 | 0 |
| met3 | 2 | 0.01361 | 0.027 |
| met1 | 693 | 0.06908 | 0.51 |
-- synth_stat cells (3+ instances only) --
cell type and number:
sky130_fd_sc_hd__and4_1 3, sky130_fd_sc_hd__ha_1 10, sky130_fd_sc_hd__xnor2_1 10, sky130_fd_sc_hd__nor3_1 7
sky130_fd_sc_hd__nor2_2 20, sky130_fd_sc_hd__mux2i_1 4, sky130_fd_sc_hd__nor2_1 21, sky130_fd_sc_hd__nand3_1 14
sky130_fd_sc_hd__nand4_1 8, sky130_fd_sc_hd__inv_1 14, sky130_fd_sc_hd__o21ai_0 5, sky130_fd_sc_hd__xor2_1 15
sky130_fd_sc_hd__nor2b_1 3, sky130_fd_sc_hd__nand2_1 16, sky130_fd_sc_hd__dfxtp_1 41
-- placed cells by master (no fill, tap or decap), drive strengths merged, types with 2 or more instances in the layout --
| master | synthesis | final |
|---|---|---|
| conb | 1 | 5 |
| nand2 | 16 | 16 |
| and4 | 3 | 3 |
| ha | 10 | 10 |
| clkbuf | 2 | 7 |
| mux2i | 4 | 4 |
| dfxtp | 41 | 41 |
| inv | 14 | 14 |
| nand4 | 8 | 8 |
| or3 | 2 | 2 |
| a211oi | 3 | 3 |
| o21ai | 7 | 7 |
| nor4 | 3 | 3 |
| clkdlybuf4s50 | 0 | 2 |
| a21boi | 3 | 3 |
| nor3 | 8 | 8 |
| nor2 | 41 | 41 |
| nand3 | 14 | 14 |
| xnor2 | 10 | 10 |
| nor2b | 3 | 3 |
| xor2 | 15 | 15 |
| a31oi | 2 | 2 |
-- registers in the layout, summed over array words and instances (netlist names) --
name,flops
c_state,2
clk_cnt,32
n_state,2
tx_index,4
tx_o,1
-- kinds of logic (layout without fill, tap and decap cells) --
group,after synthesis,count (layout),share of synthesized area
AND-OR/OR-AND,23,23,0.1068
XOR/XNOR,25,25,0.1055
adder cells (fa/ha/maj),10,10,0.06031
buffers and inverters,20,25,0.04463
flip-flops,41,41,0.3957
multiplexers,4,4,0.01930
other,1,5,0.001808
AND/OR/NAND/NOR,103,103,0.2660
-- worst reg2reg max path, delay by kind of cell, from the launching register on --
| kind | cells | cell delay (ns) |
|---|---|---|
| XOR/XNOR | 1 | 0.15 |
| adder cells (fa/ha/maj) | 1 | 0.20 |
| flip-flops | 1 | 0.40 |
| AND/OR/NAND/NOR | 5 | 1.31 |
-- worst min path at each step --
stage | slack [ns] | to | cells past startpoint
finish | 0.43 | c_state[1]$_SDFF_PN0_ | 2
global route | 0.48 | c_state[1]$_SDFF_PN0_ | 2
CTS | 0.44 | c_state[1]$_SDFF_PN0_ | 2
-- cell type report --
class / instances / area [sq um] / share of cell area
multi-input cells: 170 / 1176 / 0.5027
inverters: 14 / 52.55 / 0.02246
clock inverters: 1 / 5.005 / 0.002139
flip-flops and latches: 41 / 820.8 / 0.3508
repair buffers: 3 / 27.53 / 0.01176
clock buffers: 7 / 96.34 / 0.04118
well taps: 129 / 161.4 / 0.06898
-- power groups by stage --
| stage | sequential, mW | combinational, mW | clock [mW] |
|---|---|---|---|
| CTS | 0.509 | 0.0385 | 0.369 |
| finish | 0.509 | 0.0376 | 0.350 |
| global route | 0.510 | 0.0440 | 0.395 |
-- stage by stage --
| step | worst slack (ns) | util | power (mW) |
|---|---|---|---|
| finish | 1.124 | 0.2520 | 0.8964 |
| global route | 0.8997 | 0.2520 | 0.9491 |
| CTS | 1.159 | 0.2520 | 0.9166 |
| detailed placement | 1.179 | 0.2411 | 0.5589 |
| global placement | 1.186 | 0.2411 | 0.5581 |
| floorplan | 1.467 | - | 0.5482 |
Power and IR drop assume default switching activity.
